[design/flow/config.mk]
export PLATFORM = sky130hd
export DESIGN_NAME = cordic
export DESIGN_NICKNAME = cordic
export VERILOG_FILES = /design/flow/design.v
export SDC_FILE = /design/flow/constraint.sdc
export NUM_CORES = 4
export LEC_CHECK = 1
export CORE_UTILIZATION = 50
[design/flow/constraint.sdc]
current_design cordic

set clk_period 7.2
set clk_io_pct 0.2

create_clock -name clk0 -period $clk_period [get_ports {clk}]

set non_clock_inputs [all_inputs -no_clocks]
set_input_delay [expr $clk_period * $clk_io_pct] -clock clk0 $non_clock_inputs
set_output_delay [expr $clk_period * $clk_io_pct] -clock clk0 [all_outputs]
[design/flow/design.v]
`timescale 1ns/1ps
module cordic(clk,rst_n,ena,phase_in,sin_out,cos_out,eps);
parameter DATA_WIDTH=16;
parameter PIPELINE=16;
input clk;
input rst_n;
input ena;
input [DATA_WIDTH-1:0] phase_in;
output [DATA_WIDTH-1:0] sin_out;
output [DATA_WIDTH-1:0] cos_out;
output [DATA_WIDTH-1:0] eps;
reg [DATA_WIDTH-1:0] sin_out;
reg [DATA_WIDTH-1:0] cos_out;
reg [DATA_WIDTH-1:0] eps;
reg  [DATA_WIDTH-1:0] phase_in_reg;
reg  [DATA_WIDTH-1:0] x0;
reg  [DATA_WIDTH-1:0] x1;
reg  [DATA_WIDTH-1:0] x2;
reg  [DATA_WIDTH-1:0] x3;
reg  [DATA_WIDTH-1:0] x4;
reg  [DATA_WIDTH-1:0] x5;
reg  [DATA_WIDTH-1:0] x6;
reg  [DATA_WIDTH-1:0] x7;
reg  [DATA_WIDTH-1:0] x8;
reg  [DATA_WIDTH-1:0] x9;
reg  [DATA_WIDTH-1:0] x10;
reg  [DATA_WIDTH-1:0] x11;
reg  [DATA_WIDTH-1:0] x12;
reg  [DATA_WIDTH-1:0] x13;
reg  [DATA_WIDTH-1:0] x14;
reg  [DATA_WIDTH-1:0] x15;
reg  [DATA_WIDTH-1:0] y0;
reg  [DATA_WIDTH-1:0] y1;
reg  [DATA_WIDTH-1:0] y2;
reg  [DATA_WIDTH-1:0] y3;
reg  [DATA_WIDTH-1:0] y4;
reg  [DATA_WIDTH-1:0] y5;
reg  [DATA_WIDTH-1:0] y6;
reg  [DATA_WIDTH-1:0] y7;
reg  [DATA_WIDTH-1:0] y8;
reg  [DATA_WIDTH-1:0] y9;
reg  [DATA_WIDTH-1:0] y10;
reg  [DATA_WIDTH-1:0] y11;
reg  [DATA_WIDTH-1:0] y12;
reg  [DATA_WIDTH-1:0] y13;
reg  [DATA_WIDTH-1:0] y14;
reg  [DATA_WIDTH-1:0] y15;
reg  [DATA_WIDTH-1:0] z0;
reg  [DATA_WIDTH-1:0] z1;
reg  [DATA_WIDTH-1:0] z2;
reg  [DATA_WIDTH-1:0] z3;
reg  [DATA_WIDTH-1:0] z4;
reg  [DATA_WIDTH-1:0] z5;
reg  [DATA_WIDTH-1:0] z6;
reg  [DATA_WIDTH-1:0] z7;
reg  [DATA_WIDTH-1:0] z8;
reg  [DATA_WIDTH-1:0] z9;
reg  [DATA_WIDTH-1:0] z10;
reg  [DATA_WIDTH-1:0] z11;
reg  [DATA_WIDTH-1:0] z12;
reg  [DATA_WIDTH-1:0] z13;
reg  [DATA_WIDTH-1:0] z14;
reg  [DATA_WIDTH-1:0] z15;
reg [1:0] quadrant[PIPELINE:0];
integer i;
always @(posedge clk or negedge rst_n)
begin
   if(!rst_n)
      phase_in_reg<=16'h0000;
   else
      if(ena)
         begin
            case(phase_in[15:14])
               2'b00:phase_in_reg<=phase_in;
               2'b01:phase_in_reg<=phase_in - 16'h4000;   
               2'b10:phase_in_reg<=phase_in - 16'h8000;   
               2'b11:phase_in_reg<=phase_in - 16'hc000;   
               default:;
            endcase
         end
end
always @(posedge clk or negedge rst_n)
begin
   if(!rst_n)
      begin
         x0<=16'h0000;
         y0<=16'h0000;
         z0<=16'h0000;
      end
   else
      if(ena)
         begin
            x0 <= 16'h4db8; 
            y0 <= 16'h0000; 
            z0 <=phase_in_reg; 
         end
end
always @(posedge clk or negedge rst_n)
begin
   if(!rst_n)
      begin
         x1<=16'h0000;
         y1<=16'h0000;
         z1<=16'h0000;
      end
   else
      if(ena)
         if(z0[15]==1'b0)
            begin
               x1 <= x0 - y0;
               y1 <= y0 + x0;
               z1 <= z0 - 16'h2000;   
            end
         else
            begin
               x1 <= x0 + y0;
               y1 <= y0 - x0;
               z1 <= z0 + 16'h2000;   
            end
end
always @(posedge clk or negedge rst_n)
begin
   if(!rst_n)
      begin
         x2<=16'h0000;
         y2<=16'h0000;
         z2<=16'h0000;
      end
   else
      if(ena)
         if(z1[15]==1'b0)
            begin
               x2 <= x1 - {y1[DATA_WIDTH-1],y1[DATA_WIDTH-1:1]};
               y2 <= y1 + {x1[DATA_WIDTH-1],x1[DATA_WIDTH-1:1]};
               z2 <= z1 - 16'h12e4;   
            end
         else
            begin
               x2 <= x1 + {y1[DATA_WIDTH-1],y1[DATA_WIDTH-1:1]};
               y2 <= y1 - {x1[DATA_WIDTH-1],x1[DATA_WIDTH-1:1]};
               z2 <= z1 + 16'h12e4;   
            end
end
always @(posedge clk or negedge rst_n)
begin
   if(!rst_n)
      begin
         x3<=16'h0000;
         y3<=16'h0000;
         z3<=16'h0000;
      end
   else
      if(ena)
         if(z2[15]==1'b0)
            begin
               x3 <= x2 - {{2{y2[DATA_WIDTH-1]}},y2[DATA_WIDTH-1:2]};
               y3 <= y2 + {{2{x2[DATA_WIDTH-1]}},x2[DATA_WIDTH-1:2]};
               z3 <= z2 - 16'h09fb;   
            end
         else
            begin
              x3 <= x2 + {{2{y2[DATA_WIDTH-1]}},y2[DATA_WIDTH-1:2]};
              y3 <= y2 - {{2{x2[DATA_WIDTH-1]}},x2[DATA_WIDTH-1:2]};
              z3 <= z2 + 16'h09fb;   
            end
end            
always @(posedge clk or negedge rst_n)
begin
   if(!rst_n)
      begin
         x4<=16'h0000;
         y4<=16'h0000;
         z4<=16'h0000;
      end
   else
      if(ena)
         if(z3[15]==1'b0)
            begin
               x4 <= x3 - {{3{y3[DATA_WIDTH-1]}},y3[DATA_WIDTH-1:3]};
               y4 <= y3 + {{3{x3[DATA_WIDTH-1]}},x3[DATA_WIDTH-1:3]};
               z4 <= z3 - 16'h0511;   
            end
         else
            begin
               x4 <= x3 + {{3{y3[DATA_WIDTH-1]}},y3[DATA_WIDTH-1:3]};
               y4 <= y3 - {{3{x3[DATA_WIDTH-1]}},x3[DATA_WIDTH-1:3]};
               z4 <= z3 + 16'h0511;   
            end
end 
always @(posedge clk or negedge rst_n)
begin
   if(!rst_n)
      begin
         x5<=16'h0000;
         y5<=16'h0000;
         z5<=16'h0000;
      end
   else
      if(ena)
         if(z4[15]==1'b0)
            begin
               x5 <= x4 - {{4{y4[DATA_WIDTH-1]}},y4[DATA_WIDTH-1:4]};
               y5 <= y4 + {{4{x4[DATA_WIDTH-1]}},x4[DATA_WIDTH-1:4]};
               z5 <= z4 - 16'h028b;   
            end
         else
            begin
               x5 <= x4 + {{4{y4[DATA_WIDTH-1]}},y4[DATA_WIDTH-1:4]};
               y5 <= y4 - {{4{x4[DATA_WIDTH-1]}},x4[DATA_WIDTH-1:4]};
               z5 <= z4 + 16'h028b;   
            end
end 
always @(posedge clk or negedge rst_n)
begin
   if(!rst_n)
      begin
         x6<=16'h0000;
         y6<=16'h0000;
         z6<=16'h0000;
      end
   else
      if(ena)
         if(z5[15]==1'b0)
            begin
               x6 <= x5 - {{5{y5[DATA_WIDTH-1]}},y5[DATA_WIDTH-1:5]};
               y6 <= y5 + {{5{x5[DATA_WIDTH-1]}},x5[DATA_WIDTH-1:5]};
               z6 <= z5 - 16'h0146;   
            end
         else
            begin
               x6 <= x5 + {{5{y5[DATA_WIDTH-1]}},y5[DATA_WIDTH-1:5]};
               y6 <= y5 - {{5{x5[DATA_WIDTH-1]}},x5[DATA_WIDTH-1:5]};
               z6 <= z5 + 16'h0146;   
            end
end 
always @(posedge clk or negedge rst_n)
begin
   if(!rst_n)
      begin
         x7<=16'h0000;
         y7<=16'h0000;
         z7<=16'h0000;
      end
   else
      if(ena)
         if(z6[15]==1'b0)
            begin
               x7 <= x6 - {{6{y6[DATA_WIDTH-1]}},y6[DATA_WIDTH-1:6]};
               y7 <= y6 + {{6{x6[DATA_WIDTH-1]}},x6[DATA_WIDTH-1:6]};
               z7 <= z6 - 16'h00a3;  
            end
         else
            begin
               x7 <= x6 + {{6{y6[DATA_WIDTH-1]}},y6[DATA_WIDTH-1:6]};
               y7 <= y6 - {{6{x6[DATA_WIDTH-1]}},x6[DATA_WIDTH-1:6]};
               z7 <= z6 + 16'h00a3;  
            end
end 
always @(posedge clk or negedge rst_n)
begin
   if(!rst_n)
      begin
         x8<=16'h0000;
         y8<=16'h0000;
         z8<=16'h0000;
      end
   else
      if(ena)
         if(z7[15]==1'b0)
            begin
               x8 <= x7 - {{7{y7[DATA_WIDTH-1]}},y7[DATA_WIDTH-1:7]};
               y8 <= y7 + {{7{x7[DATA_WIDTH-1]}},x7[DATA_WIDTH-1:7]};
               z8 <= z7 - 16'h0051;  
            end
         else
            begin
               x8 <= x7 + {{7{y7[DATA_WIDTH-1]}},y7[DATA_WIDTH-1:7]};
               y8 <= y7 - {{7{x7[DATA_WIDTH-1]}},x7[DATA_WIDTH-1:7]};
               z8 <= z7 + 16'h0051;  
            end
end 
always @(posedge clk or negedge rst_n)
begin
   if(!rst_n)
      begin
         x9<=16'h0000;
         y9<=16'h0000;
         z9<=16'h0000;
      end
   else
      if(ena)
         if(z8[15]==1'b0)
            begin
               x9 <= x8 - {{8{y8[DATA_WIDTH-1]}},y8[DATA_WIDTH-1:8]};
               y9 <= y8 + {{8{x8[DATA_WIDTH-1]}},x8[DATA_WIDTH-1:8]};
               z9 <= z8 - 16'h0028;  
            end
         else
            begin
               x9 <= x8 + {{8{y8[DATA_WIDTH-1]}},y8[DATA_WIDTH-1:8]};
               y9 <= y8 - {{8{x8[DATA_WIDTH-1]}},x8[DATA_WIDTH-1:8]};
               z9 <= z8 + 16'h0028;  
            end
end 
always @(posedge clk or negedge rst_n)
begin
   if(!rst_n)
      begin
         x10<=16'h0000;
         y10<=16'h0000;
         z10<=16'h0000;
      end
   else
      if(ena)
         if(z9[15]==1'b0)
            begin
               x10 <= x9 - {{9{y9[DATA_WIDTH-1]}},y9[DATA_WIDTH-1:9]};
               y10 <= y9 + {{9{x9[DATA_WIDTH-1]}},x9[DATA_WIDTH-1:9]};
               z10 <= z9 - 16'h0014;  
            end
         else
            begin
               x10 <= x9 + {{9{y9[DATA_WIDTH-1]}},y9[DATA_WIDTH-1:9]};
               y10 <= y9 - {{9{x9[DATA_WIDTH-1]}},x9[DATA_WIDTH-1:9]};
               z10 <= z9 + 16'h0014;  
            end
end 
always @(posedge clk or negedge rst_n)
begin
   if(!rst_n)
      begin
         x11<=16'h0000;
         y11<=16'h0000;
         z11<=16'h0000;
      end
   else
      if(ena)
         if(z10[15]==1'b0)
            begin
               x11 <= x10 - {{10{y10[DATA_WIDTH-1]}},y10[DATA_WIDTH-1:10]};
               y11 <= y10 + {{10{x10[DATA_WIDTH-1]}},x10[DATA_WIDTH-1:10]};
               z11 <= z10 - 16'h000a;  
            end
         else
            begin
               x11 <= x10 + {{10{y10[DATA_WIDTH-1]}},y10[DATA_WIDTH-1:10]};
               y11 <= y10 - {{10{x10[DATA_WIDTH-1]}},x10[DATA_WIDTH-1:10]};
               z11 <= z10 + 16'h000a;  
            end
end 
always @(posedge clk or negedge rst_n)
begin
   if(!rst_n)
      begin
         x12<=16'h0000;
         y12<=16'h0000;
         z12<=16'h0000;
      end
   else
      if(ena)
         if(z11[15]==1'b0)
            begin
               x12 <= x11 - {{11{y11[DATA_WIDTH-1]}},y11[DATA_WIDTH-1:11]};
               y12 <= y11 + {{11{x11[DATA_WIDTH-1]}},x11[DATA_WIDTH-1:11]};
               z12 <= z11 - 16'h0005;  
            end
         else
            begin
               x12 <= x11 + {{11{y11[DATA_WIDTH-1]}},y11[DATA_WIDTH-1:11]};
               y12 <= y11 - {{11{x11[DATA_WIDTH-1]}},x11[DATA_WIDTH-1:11]};
               z12 <= z11 + 16'h0005;  
            end
end 
always @(posedge clk or negedge rst_n)
begin
   if(!rst_n)
      begin
         x13<=16'h0000;
         y13<=16'h0000;
         z13<=16'h0000;
      end
   else
      if(ena)
         if(z12[15]==1'b0)
            begin
               x13 <= x12 - {{12{y12[DATA_WIDTH-1]}},y12[DATA_WIDTH-1:12]};
               y13 <= y12 + {{12{x12[DATA_WIDTH-1]}},x12[DATA_WIDTH-1:12]};
               z13 <= z12 - 16'h0003;  
            end
         else
            begin
               x13 <= x12 + {{12{y12[DATA_WIDTH-1]}},y12[DATA_WIDTH-1:12]};
               y13 <= y12 - {{12{x12[DATA_WIDTH-1]}},x12[DATA_WIDTH-1:12]};
               z13 <= z12 + 16'h0003;  
            end
end 
always @(posedge clk or negedge rst_n)
begin
   if(!rst_n)
      begin
         x14<=16'h0000;
         y14<=16'h0000;
         z14<=16'h0000;
      end
   else
      if(ena)
         if(z13[15]==1'b0)
            begin
               x14 <= x13 - {{13{y13[DATA_WIDTH-1]}},y13[DATA_WIDTH-1:13]};
               y14 <= y13 + {{13{x13[DATA_WIDTH-1]}},x13[DATA_WIDTH-1:13]};
               z14 <= z13 - 16'h0001;  
            end
         else
            begin
               x14 <= x13 + {{13{y13[DATA_WIDTH-1]}},y13[DATA_WIDTH-1:13]};
               y14 <= y13 - {{13{x13[DATA_WIDTH-1]}},x13[DATA_WIDTH-1:13]};
               z14 <= z13 + 16'h0001;  
            end
end 
always @(posedge clk or negedge rst_n)
begin
   if(!rst_n)
      begin
         x15<=16'h0000;
         y15<=16'h0000;
         z15<=16'h0000;
      end
   else
      if(ena)
         if(z14[15]==1'b0)
            begin
               x15 <= x14 - {{14{y14[DATA_WIDTH-1]}},y14[DATA_WIDTH-1:14]}; 
               y15 <= y14 + {{14{x14[DATA_WIDTH-1]}},x14[DATA_WIDTH-1:14]}; 
               z15 <= z14;  
            end
         else 
            begin
               x15 <= x14 + {{14{y14[DATA_WIDTH-1]}},y14[DATA_WIDTH-1:14]}; 
               y15 <= y14 - {{14{x14[DATA_WIDTH-1]}},x14[DATA_WIDTH-1:14]}; 
               z15 <= z14;  
            end
end 
always @(posedge clk or negedge rst_n)
begin
   if(!rst_n)
      for(i=0; i<=PIPELINE; i=i+1)
         quadrant[i]<=2'b00;
   else
      if(ena)
         begin
            for(i=0; i<PIPELINE; i=i+1)
               quadrant[i+1]<=quadrant[i];
               quadrant[0]<=phase_in[15:14];
         end
end
always @(posedge clk or negedge rst_n)
begin
   if(!rst_n)
      begin
         sin_out <= 16'h0000;
         cos_out <= 16'h0000;
         eps <= 16'h0000;
      end
   else
      if(ena)
         case(quadrant[16])
            2'b00:begin
                     sin_out <= y15; 
                     cos_out <= x15;
                     eps <= z15;
                  end
            2'b01:begin
                     sin_out <= x15; 
                     cos_out <= ~(y15) + 1'b1;
                     eps <= z15;
                  end
            2'b10:begin
                     sin_out <= ~(y15) + 1'b1; 
                     cos_out <= ~(x15) + 1'b1;
                     eps <= z15;
                  end
            2'b11:begin
                     sin_out <= ~(x15) + 1'b1; 
                     cos_out <= y15;
                     eps <= z15;
                  end
         endcase
end
endmodule
[design/flow/run.sh]
#!/bin/bash
# OpenROAD 26Q1-2900-gdf79404cd8, Yosys 0.63+post, stock flow scripts
make -C /OpenROAD-flow-scripts/flow DESIGN_CONFIG=/design/flow/config.mk WORK_HOME=/design/flow/orfs finish
==> impl_metrics.toml <==
# implementation run metrics
[routing]
detail_route.drc_violations = 0
initialDrtViolationCount = 2542
antenna_cells = 0
routed_via_density = 5.72
detailroute.via_count = 47725
wirelength_mm = 144
route.detailed.wl_per_inst_um = 17.3
drt.antenna.violating_nets = 0
firstDrtPassIters = 6

[final_timing]
postLayoutSetupSlackWorst_ns = 3.35
worst_slew_pin_slew_ns = 0.824
clock-skew-final_ns = 0.0325
fin_crit_ns = 3.85
fin_worst_hold_slack_ns = 0.470
clock.fmax_mhz = 260
final-max-slew-violation-count = 0
number_of_setup_violations_in_the_final_report = 0
max-slew-margin-rel = 0.451
min_period_over_period = 0.535
finalHoldViolCount = 0
rsz_0062_raised_after_global_routing = "no"
fin_tns_setup_ns = 0

[critical_path]
cp_slowest_stage_delay_ns = 0.70
slowest_stage = "a2111oi_0"
worst_ep_required_time_ns = 7.75
crit_fanout = 5
path_class = "reg -> reg"
critical_path.cell_chain = "inv_1 -> ha_1 -> nor3b_1 -> nor2_1 -> xor2_1 -> ha_1 -> o21a_1 -> a2111oi_0 -> buf_4 -> o21ai_1 -> a31o_1 -> a21oi_1 -> xor2_1 -> mux2i_1"
timing.critical_path.to_type = "register"
critPathBufInv = 2
gate_family_responsible_for_the_most_delay_along_the_worst_path = "AND-OR/OR-AND gates"
worst_setup_path_start_kind = "register"
critPathArrivalTime_ns = 4.41

[clock_network]
tritoncts.num_buffers = 95
cts_post_setup_buffers_inserted = 0
cts_hold_repair.buffers = 0
cts_htree_levels = 3
tritoncts_num_sinks = 800
cts_tree = "yes"
clk_transition_reported_paths_ns = 0.06
clk_root_buffer_cell = "clkbuf_16"
clock_tree.buffer_depth = 3
worst_skew_pair.late_latency_ns = 0.70
cts.repair.resized = 0

[final_layout]
max_reg_flops = 34
layout_top_cell = "dfrtp_1"
design_area_um2 = 67800
final_non_filler_cells = 8340
final_layout_top_logic_cells = "799 x dfrtp_1, 657 x ha_1, 567 x a21oi_1"
final.fill_count = 10739
final_core_util = 0.554
registers.top_by_ff_count = "quadrant"
syn_to_final_growth_pct = 9.37
drive_gt1_frac = 0.107

[die]
die-width_um = 354
floorplan.die_area_um2 = 125000
core-area_um2 = 122000
floorplan.initialDensity = 0.507
die_boundary_height_um = 354
number_of_standard_cell_rows_in_the_floorplan = 128
top_level_i_o_count = 67

[placement]
placed_area_um2 = 64400
port-buffer-count = 66
routability_congestion_estimate_from_global_placement = 0.912
place_inst = 8165
detailedPlace.worstSlack_ns = 2.73
place_hpwl_mm = 107

[global_route]
grtUsageTotal = 0.241
grt_pass1_vias = 45395
largest_net_degree_at_the_start_of_global_routing = 135
global_route.overflow_total = 0
antenna_violations_before_repair = 1
grt_first_pass_wirelength_mm = 241

[synth]
syn_avg_cell_area_um2 = 9.32
synth_chip_area_um2 = 62000
synthesis.instances = 6649
ys.flops = 800
ys_types = 99
synth_stat.cells = 6649
ys_seq_frac = 0.323
postSynth.asyncResetShare = 1.00
edff_count_synth = 0
netlist_area_um2 = 62000
flop_cell = "dfrtp_1"
ys_warns = 2

[worst_hold_path]
min-delay-path-class = "reg -> reg"

[flow_run]
warning_count = 77
cap_violations = 0

[outcome]
status = "completed"
-- synthesized netlist by cell type, drive strengths merged, types with 16 or more instances --
cell,count,area [um^2]
o31ai,68,521
a21o,174,1310
buf,48,189
a21boi,27,206
or2,16,100
a21oi,568,2850
fa,41,821
nor4,36,231
o2bb2ai,19,166
o21ai,412,2060
nor2b,59,369
o211ai,70,531
a31o,32,280
and3,63,394
mux2i,80,830
nor3,169,856
dfrtp,800,20000
nor2,492,1850
a211oi,90,691
ha,657,8220
a211o,22,193
a311oi,16,146
a221oi,23,208
nor3b,22,170
nand2b,80,500
nand2,357,1340
nand4,34,213
xnor2,414,3630
xor2,176,1540
clkbuf,179,674
nand3b,27,203
nand3,114,571
and2,29,181
inv,313,1170
mux2,448,5040
a31oi,71,450
or3,49,307
o21bai,48,360
o21a,105,788
-- metal layers --
metal | global-route usage | vias to the layer above | share of wire
li1 | - | 24351 | -
met1 | 0.387 | 22506 | 0.50
met2 | 0.360 | 676 | 0.44
met3 | 0.0318 | 190 | 0.036
met4 | 0.0473 | 2 | 0.024
met5 | 0 | - | 0.000090
-- final timing paths --
check,from,end,slack [ns],depth (start not counted)
setup / recovery,y4[4]$_DFFE_PN0P_,x5[12]$_DFFE_PN0P_,3.35,14
hold / removal,z5[1]$_DFFE_PN0P_,z6[1]$_DFFE_PN0P_,0.47,1
setup reg to reg,y4[4]$_DFFE_PN0P_,x5[12]$_DFFE_PN0P_,3.35,14
hold reg to reg,z5[1]$_DFFE_PN0P_,z6[1]$_DFFE_PN0P_,0.47,1
max in group asynchronous,rst_n,z11[11]$_DFFE_PN0P_,4.84,3
min in group asynchronous,rst_n,y8[5]$_DFFE_PN0P_,0.69,1
-- cell families after synthesis --
kind of cell             synth area share
AND/OR/NAND/NOR                     0.125
buffers and inverters              0.0329
AND-OR/OR-AND                       0.195
flip-flops                          0.323
XOR/XNOR                           0.0833
multiplexers                       0.0955
adder cells (fa/ha/maj)             0.146
-- final cells by class --
class | instances | area (um^2) | share of cell area
clock buffers | 124 | 2670 | 0.0393
flip-flops and latches | 800 | 20000 | 0.295
inverters | 313 | 1180 | 0.0174
well taps | 1625 | 2030 | 0.0300
clock inverters | 51 | 791 | 0.0117
multi-input cells | 5309 | 39900 | 0.589
repair buffers | 118 | 1170 | 0.0173
