**/design/flow/config.mk**
```make
export PLATFORM = sky130hd
export DESIGN_NAME = cordic_rmod20
export DESIGN_NICKNAME = cordic_rmod20
export VERILOG_FILES = /design/flow/design.v
export SDC_FILE = /design/flow/constraint.sdc
export NUM_CORES = 4
export LEC_CHECK = 1
export CORE_UTILIZATION = 30
```
**/design/flow/constraint.sdc**
```tcl
current_design cordic_rmod20

set clk_period 9.6
set clk_io_pct 0.2

create_clock -name clk0 -period $clk_period [get_ports {clk}]

set non_clock_inputs [all_inputs -no_clocks]
set_input_delay [expr $clk_period * $clk_io_pct] -clock clk0 $non_clock_inputs
set_output_delay [expr $clk_period * $clk_io_pct] -clock clk0 [all_outputs]
```
**/design/flow/design.v**
```verilog
`timescale 1ns/1ps
module cordic_rmod20(clk,rst,phase_in,sin_out,cos_out,eps);
parameter DATA_WIDTH = 20;
parameter PIPELINE = 20;
parameter PI_d2 = 20'h40000;
parameter PI =20'h80000;
parameter PI_m3_d2 = 20'hc0000;
parameter INI_VAL = 20'h4DBA5;		 
input clk;
input rst;
input [DATA_WIDTH-1:0] phase_in;
output reg [17:0] sin_out;
output reg [17:0] cos_out;
output reg [17:0] eps;
reg  [DATA_WIDTH-1:0] phase_in_reg;
reg  [DATA_WIDTH-1:0] x[PIPELINE:0];
reg  [DATA_WIDTH-1:0] y[PIPELINE:0];
reg  [DATA_WIDTH-1:0] z[PIPELINE:0];
reg [1:0] quadrant_t[PIPELINE:0];
reg [1:0] quadrant;
wire [DATA_WIDTH-1:0] theta[PIPELINE-1:0];
assign theta[0]  = 20'h20000;
assign theta[1]  = 20'h12E40;
assign theta[2]  = 20'h09FB4;
assign theta[3]  = 20'h05111;
assign theta[4]  = 20'h028B1;
assign theta[5]  = 20'h0145D;
assign theta[6]  = 20'h00A2F;
assign theta[7]  = 20'h00518;
assign theta[8]  = 20'h0028C;
assign theta[9]  = 20'h00146;
assign theta[10] = 20'h000A3;
assign theta[11] = 20'h00051;
assign theta[12] = 20'h00029;
assign theta[13] = 20'h00014;
assign theta[14] = 20'h0000A;
assign theta[15] = 20'h00005;
assign theta[16] = 20'h00003;
assign theta[17] = 20'h00001;
assign theta[18] = 20'h00001;
assign theta[19] = 20'h00000;
always @(posedge clk or negedge rst)
	if(!rst)
		phase_in_reg <= 20'h00000;
	else
		case(phase_in[DATA_WIDTH-1:DATA_WIDTH-2])
			2'b00: phase_in_reg <= phase_in;
			2'b01: phase_in_reg <= phase_in - PI_d2;  	 
			2'b10: phase_in_reg <= phase_in - PI;  		 
			2'b11: phase_in_reg <= phase_in - PI_m3_d2;	 
			default: phase_in_reg <= phase_in;
		endcase
always @(posedge clk or negedge rst)
	if(!rst)
		x[0] <= 20'h00000;
	else
		x[0] <= INI_VAL;
always @(posedge clk or negedge rst)
	if(!rst)
		y[0] <= 20'h00000;
	else
		y[0] <= 20'h00000; 
always @(posedge clk or negedge rst)
	if(!rst)
		z[0] <= 20'h00000;
	else
		z[0] <= phase_in_reg; 
always @(posedge clk or negedge rst)
	if(!rst)
		quadrant_t[0] <= 2'd0;
	else
		quadrant_t[0] <= phase_in[DATA_WIDTH-1:DATA_WIDTH-2];
genvar i;
generate
	begin
		for (i=0; i<PIPELINE; i=i+1)
			begin: loop
				always @(posedge clk or negedge rst)
					if(!rst)
						x[i+1] <= 20'h00000;
					else
						if(z[i][DATA_WIDTH-1]==1'b0)
							x[i+1] <= x[i] - {{i{y[i][DATA_WIDTH-1]}}, y[i][DATA_WIDTH-1:i]};
					else
						x[i+1] <= x[i] + {{i{y[i][DATA_WIDTH-1]}}, y[i][DATA_WIDTH-1:i]};
				always @(posedge clk or negedge rst)
					if(!rst)
						y[i+1] <= 20'h00000;
					else
						if(z[i][DATA_WIDTH-1]==1'b0)
							y[i+1] <= y[i] + {{i{x[i][DATA_WIDTH-1]}}, x[i][DATA_WIDTH-1:i]};
					else
						y[i+1] <= y[i] - {{i{x[i][DATA_WIDTH-1]}}, x[i][DATA_WIDTH-1:i]};
				always @(posedge clk or negedge rst)
					if(!rst)
						z[i+1] <= 20'h00000;
					else
						if(z[i][DATA_WIDTH-1]==1'b0)
							z[i+1] <= z[i] - theta[i];
					else
						z[i+1] <= z[i] + theta[i];
				always @(posedge clk or negedge rst)
					if(!rst)
						quadrant_t[i+1] <= 2'b00;
					else
						quadrant_t[i+1] <= quadrant_t[i];
			end
	end
endgenerate
always @(posedge clk or negedge rst)
	if(!rst)
		quadrant <= 2'b00;
	else
		quadrant <= quadrant_t[PIPELINE];			
always @(posedge clk or negedge rst)
	if(!rst)
		sin_out <= 18'd0;
	else
		case(quadrant)
            2'b00: sin_out <= y[PIPELINE][19:2]; 
            2'b01: sin_out <= x[PIPELINE][19:2]; 
            2'b10: sin_out <= ~(y[PIPELINE][19:2]) + 1'b1; 
            2'b11: sin_out <= ~(x[PIPELINE][19:2]) + 1'b1; 
		endcase
always @(posedge clk or negedge rst)
	if(!rst)
		cos_out <= 18'd0;
	else
		case(quadrant)
            2'b00: cos_out <= x[PIPELINE][19:2];
            2'b01: cos_out <= ~(y[PIPELINE][19:2]) + 1'b1;
            2'b10: cos_out <= ~(x[PIPELINE][19:2]) + 1'b1;
            2'b11: cos_out <= y[PIPELINE][19:2];
		endcase
always @(posedge clk or negedge rst)
	if(!rst)
		eps <= 18'd0;
	else
		eps <= z[PIPELINE][19:2];
endmodule
```
**/design/flow/run.sh**
```bash
#!/bin/bash
# OpenROAD 26Q1-2900-gdf79404cd8, Yosys 0.63+post, stock flow scripts
make -C /OpenROAD-flow-scripts/flow DESIGN_CONFIG=/design/flow/config.mk WORK_HOME=/design/flow/orfs finish
```
==> flow_metrics.env <==
# physical design summary
export IMPL_drive_gt1_frac=0.04615
export IMPL_ys_async_sr_fraction=1.000
export IMPL_period_needed_ps=4289
export IMPL_finalHoldViolations=0
export IMPL_initial_utilization=0.3017
export IMPL_r2r_end="x[8][19]"
export IMPL_crit_start="z[7][19]"
export IMPL_min_to="quadrant_t[9][1]"
export IMPL_vias=61670
export IMPL_drtPass1Iterations=5
export IMPL_synth_cells=8820
export IMPL_cp_slowest_stage_delay_ps=520
export IMPL_ant_nets=0
export IMPL_edf_count=0
export IMPL_worstRegToRegCells=14
export IMPL_cpLargestDelayFamily="AND-OR/OR-AND gates"
export IMPL_dp_hpwl_mm=137.2
export IMPL_postCtsSetupRepairBufs=0
export IMPL_largest_register_ff_count=416
export IMPL_ys_seq_frac=0.3757
export IMPL_area_growth_pct=12.38
export IMPL_ff_type="dfrtp_1"
export IMPL_regMostFlops="z"
export IMPL_worst_setup_path_type="register to register"
export IMPL_arrival_ps=4990
export IMPL_worstPathMaxFanout=39
export IMPL_ys_area_mm2=0.08605
export IMPL_slew_headroom=0.4042
export IMPL_ys_cells=8820
export IMPL_cts_clk_slew_worst_paths_ps=50
export IMPL_setup_ws_ps=5311
export IMPL_required_ps=10300
export IMPL_outcome="complete, no violations"
export IMPL_hold_ws_ps=304.9
export IMPL_clkLatencyLatePin_ps=820
export IMPL_avgViaCountPerCell=4.787
export IMPL_antenna_found_initial=2
export IMPL_rows=196
export IMPL_tightest_slew_ps=888.4
export IMPL_reg_largest_list="z x416, x x379, y x379"
export IMPL_wirelength_mm=177.7
export IMPL_fin_crit_sh=0.4468
export IMPL_cts_tree="built"
export IMPL_r2r_slack_ps=5310
export IMPL_fp_coreArea_mm2=0.2852
export IMPL_yosysUniqueCellTypes=88
export IMPL_ctsHoldBuffers=0
export IMPL_insertedDiodeCount=0
export IMPL_port_buffers=75
export IMPL_synth_avg_cell_area_um2=9.756
export IMPL_fillers=28450
export IMPL_worst_setup_path_end_kind="register"
export IMPL_drc_errors=0
export IMPL_grt_pass1_vias=59710
export IMPL_drt_iter0_drc=2793
export IMPL_tns_ps=0
export IMPL_tool_warnings=53
export IMPL_post_cts_resized=0
export IMPL_holdPathStages=0
export IMPL_io_pins=76
export IMPL_grt_pass1_wl_mm=299.4
export IMPL_cp_num_buf_inv=2
export IMPL_drv_cap=0
export IMPL_dpl_worst_slack_ps=5300
export IMPL_crit_path_start_kind="register"
export IMPL_fmax_mhz=233.1
export IMPL_grt_max_degree=122
export IMPL_synth_area_mm2=0.08605
export IMPL_htree_levels=4
export IMPL_rsz0062_at_grt="no"
export IMPL_hold_class="register to register"
export IMPL_cp_slowest_cell="inv_1"
export IMPL_chip_area_mm2=0.2890
export IMPL_min_from="quadrant_t[8][1]"
export IMPL_setup_viol=0
export IMPL_wl_per_cell_um=13.79
export IMPL_cts_sinks=1292
export IMPL_grtUsageTotal=0.1275
export IMPL_slew_viol_final=0
export IMPL_die_width_um=537.6
export IMPL_synth_seq_cells=1292
export IMPL_cts_buffer_depth=4
export IMPL_cts_buffers=154
export IMPL_clock_skew_ps=59.37
export IMPL_path_cells="buf_4 > inv_1 > o21ai_0 > xnor2_1 > ha_1 > and3_1 > a41o_1 > o22ai_1 > o21ai_1 > or4_1 > a31oi_1 > o21ai_0 > a21oi_1 > xnor2_1"
export IMPL_yosys_warnings=5
export IMPL_r2r_start="z[7][19]"
export IMPL_grt_overflow=0
export IMPL_gp_congestion=0.8803
export IMPL_die_y_um=537.6
export IMPL_clockRootBuffer="clkbuf_16"
per-stage QoR:
step / utilization / cells / instance area (um^2)
after floorplan: - / 8821 / 86050
after global placement: 0.3214 / 12620 / 91670
after detailed placement: 0.3214 / 12620 / 91670
after CTS: 0.3391 / 12880 / 96710
after global routing: 0.3391 / 12880 / 96710
final: 0.3391 / 12880 / 96710
layout by cell type (no fill, tap or decap), types with 36 or more instances in the layout:
cell             netlist  layout
a31oi_1               91      91
o21a_1               165     165
nor2_1               745     745
clkdlybuf4s50_1        0      74
mux2_2                37      37
o211ai_1              39      39
o21ai_0              426     426
and3_1                91      91
ha_1                1099    1099
xor2_1               374     374
o41ai_1               36      36
a21oi_1              830     830
nor2b_1              115     115
or3_1                 77      77
nand2_1              381     381
mux2i_1               61      61
dfrtp_1             1292    1291
a211oi_1              49      49
a21o_1               324     324
clkbuf_16              0     156
xnor2_1              800     800
fa_1                  53      53
inv_1                435     435
nor3_1               265     265
nand2b_1             129     129
buf_4                  0      56
o21bai_1              91      91
nand3_1              192     192
logic make-up (layout without fill, tap and decap cells):
kind of cell               count (synthesis)  count (layout)  share of synthesized area
xor gates and xnor gates                1175            1175                     0.1198
other                                      2               3                 0.00008727
AOI/OAI and AO/OA                       2372            2372                     0.1746
and+or+nand+nor                         2193            2193                     0.1219
adders and majority gates               1152            1152                     0.1721
DFF                                     1292            1292                     0.3757
muxes                                    100             100                    0.01246
buffers and inverters                    534             835                    0.02331
metal layers:
metal / vias to the layer above / GRT usage / routed length, um
li1: 31950 / - / -
met1: 28700 / 0.1739 / 81770
met5: - / 0 / 0
met3: 256 / 0.01722 / 5909
met4: 0 / 0.02624 / 4131
met2: 769 / 0.2186 / 85910
cells in the mapped netlist (49+ instances only):
cell type / count / area, um^2
ha_1: 1099 / 13750
nand2b_1: 129 / 807.0
mux2i_1: 61 / 610.6
and3_1: 91 / 569.3
xor2_1: 374 / 3276
nor2b_1: 115 / 719.4
o21ai_0: 426 / 2132
xnor2_1: 800 / 7007
nand3_1: 192 / 960.9
dfrtp_1: 1292 / 32330
o21bai_1: 91 / 683.2
nand2_1: 381 / 1430
clkbuf_1: 70 / 262.8
a31oi_1: 91 / 569.3
o21a_1: 165 / 1239
fa_1: 53 / 1061
a21oi_1: 830 / 4154
a21o_1: 324 / 2432
nor3_1: 265 / 1326
nor2_1: 745 / 2796
or3_1: 77 / 481.7
a211oi_1: 49 / 367.9
inv_1: 435 / 1633
worst max path at each step:
stage	endpoint	slack, ps	depth (start not counted)
finish	x[8][19]	5310	14
CTS	x[8][19]	5230	14
global route	x[8][19]	4960	14
layout make-up:
type / count / area [um^2] / share of cell area
clock inverters: 49 / 598.1 / 0.006185
repair buffers: 135 / 1269 / 0.01312
multi-input cells: 6995 / 51720 / 0.5348
inverters: 437 / 1640 / 0.01696
well taps: 3762 / 4707 / 0.04867
flip-flops and latches: 1292 / 32330 / 0.3343
clock buffers: 214 / 4442 / 0.04593
